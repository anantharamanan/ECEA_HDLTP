==> flow/design.v <==
module counter(clk,count,clear);
input clk,clear;
output reg [3:0] count;
always @(posedge clk)
begin
    if(clear)
        count <=4'b0;
    else
        count <=count+1;
end
endmodule
==> flow/run.sh <==
#!/bin/bash
# OpenROAD 26Q1-2900-gdf79404cd8, Yosys 0.63+post, stock flow scripts
make -C /OpenROAD-flow-scripts/flow DESIGN_CONFIG=/design/flow/config.mk WORK_HOME=/design/flow/orfs finish
==> flow/config.mk <==
export PLATFORM = sky130hd
export DESIGN_NAME = counter
export DESIGN_NICKNAME = counter
export VERILOG_FILES = /design/flow/design.v
export SDC_FILE = /design/flow/constraint.sdc
export NUM_CORES = 4
export LEC_CHECK = 1
export CORE_AREA = 10 10 70 70
export DIE_AREA = 0 0 80 80
==> flow/constraint.sdc <==
current_design counter

set clk_period 1.5
set clk_io_pct 0.2

create_clock -name clk0 -period $clk_period [get_ports {clk}]

set non_clock_inputs [all_inputs -no_clocks]
set_input_delay [expr $clk_period * $clk_io_pct] -clock clk0 $non_clock_inputs
set_output_delay [expr $clk_period * $clk_io_pct] -clock clk0 [all_outputs]
==> flow_metrics.tcl <==
# collected from the flow reports
set metrics [dict create \
    outcome "completed" \
    place_inst 64 \
    hold_viol_final 0 \
    power_density_nw_per_um2 1002 \
    drive_gt1_frac 0.1905 \
    cts.sinks 4 \
    internal_power_mw 0.2225 \
    cp_slowest_cell "clkdlybuf4s50_1" \
    hold_path.class "register to register" \
    finalSetupViolCount 0 \
    synthesis.instances 13 \
    crit_family "buffers and inverters" \
    max_freq_mhz 724.4 \
    overflow 0 \
    grt_max_degree 6 \
    cp-start-kind "register" \
    drt_iter0_drc 0 \
    leakage_nw 0.09562 \
    fp_util 0.04249 \
    required_ns 1.20 \
    top_regs "count x4" \
    slew_headroom 0.8842 \
    layout_min_cycle_time_ns 1.380 \
    core_um2 3416 \
    period_used_share 0.9203 \
    worst_pin_slew_ns 0.1732 \
    cts_tree "done" \
    synth_area_per_cell_um2 11.16 \
    instances_no_fill 68 \
    yosysMostFrequentCell "dfxtp_1" \
    fp.dieW_um 80 \
    yosys_cells 13 \
    rsz0062_at_grt "no" \
    gp_congestion 0.6464 \
    yosys_warnings 1 \
    critPathMaxFanout 3 \
    synth_cell_types 7 \
    track_usage 0.01343 \
    cts_resized 0 \
    clockPowerShare 0.474 \
    antenna_left 0 \
    ctsLongestPathBuffers 2 \
    crit_type "register to output pin" \
    cts_hold_buffers 0 \
    regMostFlops "count" \
    synth-async-reset-ratio 0 \
    io_buffers 5 \
    syn2layout_area_growth_pct 91.38 \
    synth.largest_area_cell "dfxtp_1" \
    fillCellCount 401 \
    synth_area_um2 145.1 \
    drtPass1Iterations 1 \
    post_cts_buffers 0 \
    antenna_found_initial 0 \
    p_sw_mw 0.05575 \
    totalPowerFinal_mw 0.2783 \
    drc_errors 0 \
    worst_setup_path_end_kind "output pin" \
    warning_count 25 \
    cts_made_buffers 3 \
    pwr-share-comb 0.095 \
    grt_pass1_vias 119 \
    seqCellArea_um2 80.08 \
    holdWs_ns 0.4635 \
    ir_worst_vdd_v 0.0001125 \
    worstSkewPairLatency_ns 0.23 \
    synth.top_cells.by_count "4 x dfxtp_1, 3 x nor2_1, 2 x nor2b_1" \
    area.combinational_um2 65.06 \
    viasPerCell 1.779 \
    die_h_um 80 \
    wl_um 377 \
    largest_reg_flops 4 \
    drv_cap 0 \
    fin_worst_skew_ns 0.004120 \
    fin_tns_setup_ns 0 \
    htreeDepth 1 \
    ys_area_um2 145.1 \
    power.share.sequential 0.431 \
    avgRoutedWirePerCell_um 5.544 \
    cp_cell_sequence "clkdlybuf4s50_1" \
    edf_count 0 \
    slew_viol_final 0 \
    die_area_um2 6400 \
    netlist_top_cells_area "dfxtp_1 55%, mux2_4 10%, ha_1 8.6%" \
    rows 21 \
    arrival_ns 1.08 \
    max_stage_delay_ns 0.50 \
    cp_num_buf_inv 1 \
    cts.clk_slew.worst_paths_ns 0.03 \
    flop_cell "dfxtp_1" \
    switching_share 0.2004 \
    yosysTopAreaCellShare 0.5517 \
    boundaryPins 6 \
    vias 121 \
    grt_pass1_wl_um 545 \
    ctsRootBufferMaster "clkbuf_4" \
    synth.ff_latch_count 4 \
    ys_seq_share 0.5517 \
]
==> path summary, 6_finish.rpt <==
path	from	to	slack, ns	depth (start not counted)
worst max register to register	count[0]	count[3]	0.62	2
worst min-delay path	count[0]	count[0]	0.46	1
worst max-delay path	count[1]	count[1]	0.12	1
worst min register to register	count[0]	count[0]	0.46	1
==> layout make-up <==
| type | count | share of cell area |
|---|---|---|
| Multi-Input combinational cell | 9 | 0.2342 |
| Clock buffer | 3 | 0.08108 |
| Antenna cell | 1 | 0.009009 |
| Timing Repair Buffer | 5 | 0.1802 |
| Sequential cell | 4 | 0.2883 |
| Tap cell | 46 | 0.2072 |
==> cells in the final DEF (no fill, tap or decap) <==
cell type,count
clkdlybuf4s50_1,5
dfxtp_1,4
nor2_1,3
clkbuf_4,3
nor2b_1,2
diode_2,1
xnor2_1,1
nand3_1,1
mux2_4,1
ha_1,1
==> logic make-up (layout without fill, tap and decap cells) <==
logic type | Yosys count | count (layout) | synth area share
xor+xnor | 1 | 1 | 0.06036
fa+ha+maj | 1 | 1 | 0.08619
buf+inv | 0 | 8 | 0
flops | 4 | 4 | 0.5517
mux | 1 | 1 | 0.1034
other cells | 0 | 1 | 0
simple gates | 6 | 6 | 0.1982
==> stage by stage <==
stage | utilization | area (µm²) | setup slack (ns)
after CTS | 0.08059 | 275.3 | 0.08294
after detailed placement | 0.07399 | 252.7 | 0.2201
after floorplan | - | 145.1 | 0.6799
after global placement | 0.07399 | 252.7 | 0.2267
after global routing | 0.08059 | 275.3 | 0.04244
final | 0.08132 | 277.8 | 0.1195
==> routing by layer <==
layer | global-route usage | up-vias | wire length (µm)
li1 | - | 62 | -
met4 | 0.003521 | 0 | 0
met2 | 0.009631 | 8 | 89
met1 | 0.009973 | 51 | 154
met3 | 0.03295 | 0 | 134
met5 | 0 | - | 0
==> power groups by stage <==
| stage | clock network, mW | logic (mW) | registers, mW |
|---|---|---|---|
| CTS | 0.139 | 0.0275 | 0.120 |
| global route | 0.147 | 0.0303 | 0.121 |
| finish | 0.132 | 0.0263 | 0.120 |
==> worst reg2reg max path: stages, from the launching register on <==
cell and delay, ns:
dfxtp_1 0.37, nand3_1 0.11, mux2_4 0.30
Power figures rest on the tool's default switching activity, not on a simulated workload.
