==> flow/design.v <==
module bcd_adder(a,b,cin,sum,cout);
input [3:0] a,b;
input cin;
output  [3:0] sum;
output cout;
reg [4:0] s2;
assign sum=s2[3:0];
assign cout=s2[4];
always @(*)
begin
 s2=a+b+cin;
 if (s2>9)
    s2=s2+6;
end
endmodule
==> flow/run.sh <==
#!/bin/bash
# OpenROAD 26Q1-2900-gdf79404cd8, Yosys 0.63+post, stock flow scripts
make -C /OpenROAD-flow-scripts/flow DESIGN_CONFIG=/design/flow/config.mk WORK_HOME=/design/flow/orfs finish
==> flow/config.mk <==
export PLATFORM = sky130hd
export DESIGN_NAME = bcd_adder
export DESIGN_NICKNAME = bcd_adder
export VERILOG_FILES = /design/flow/design.v
export SDC_FILE = /design/flow/constraint.sdc
export NUM_CORES = 4
export LEC_CHECK = 1
export CORE_AREA = 10 10 70 70
export DIE_AREA = 0 0 80 80
==> flow/constraint.sdc <==
current_design bcd_adder

set clk_period 4.9
set clk_io_pct 0.2

create_clock -name clk0 -period $clk_period

set non_clock_inputs [all_inputs -no_clocks]
set_input_delay [expr $clk_period * $clk_io_pct] -clock clk0 $non_clock_inputs
set_output_delay [expr $clk_period * $clk_io_pct] -clock clk0 [all_outputs]
==> qor.yml <==
ys_area_um2: 249
critPathArrivalTime_ns: 3.78
grt-busiest-layer: "met2"
grt_use_total_pct: 1.90
yosys_warnings: 1
hp-class: "in2out"
period_needed_ns: 4.76
coreArea_um2: 3420
routed_wl_um: 703
place_hpwl_um: 638
dp_worst_setup_slack_ns: -0.0688
drtIter0Drc: 10
post_route_cells_drive_above_1_share_pct: 23.9
grt_pass1_vias: 258
p_leak_nw: 0.224
powerDensity_nw_per_um2: 180
max_freq_ghz: 0.210
cap_violations: 0
hold_viol: 0
required_ns: 3.92
peakVddDrop_mv: 0.0274
viasPerCell: 3.03
fillCellCount: 384
fp_util_pct: 7.29
ys_cells: 26
slew_headroom_pct: 67.8
setup_viol: 0
seq_cell_count: 0
grt_pass1_wl_mm: 1.08
synthesis.area_um2: 249
wire_per_inst_um: 7.64
grt_max_degree: 5
warnings: 32
placed_cell_area_um2: 477
met2_usage_pct: 3.45
yosysSeqAreaShare_pct: 0
antenna_found_initial: 0
port_buffers: 14
postLayoutCellArea_um2: 504
rows: 21
grtUsageMet1_pct: 2.47
die_w_um: 80
cts.hold.buffers_added: 0
final_util_pct: 14.8
drv_slew: 0
avgSynthCellArea_um2: 9.58
cp-end-kind: "output port"
drtAntennaViolNets: 0
gr-total-overflow: 0
criticalPathCategory: "in2out"
nClkBuffers: 0
timing.final.crit_share_pct: 97.2
cp-start-kind: "primary input"
drc: 0
vias: 279
ys_types: 16
io_pins: 14
layout.area.seq_um2: 0
die_y_um: 80
syn_inst: 26
drt_pass1_iterations: 2
crit_fanout: 3
place_congestion: 0.743
areaGrowthSynthToFinish_pct: 103
setup_ws_ns: 0.138
grtUsageMet3_pct: 0.227
num_antenna_cells: 0
status: "completed"
die_area_um2: 6400
worstMarginPinSlew_ns: 0.482
-- metal layers --
layer,vias up,wire (um)
li1,142,-
met2,6,370
met1,131,299
met4,0,0
met5,-,0
met3,0,33
-- power breakdown --
part	leakage (nW)	internal [mW]	total, mW	switching, mW
clock network	0	0	0	0
registers	0	0	0	0
logic	0.224	0.0584	0.0909	0.0325
-- worst paths after layout --
kind / startpoint / end / slack, ns / cells past startpoint
max: b[0] / sum[1] / 0.14 / 10
min: cin / sum[0] / 2.78 / 3
-- cells by family after synthesis --
family	Yosys count	share of synthesized area (%)
muxes	2	8.04
and+or+nand+nor	4	9.55
buffers and inverters	2	3.02
xor gates and xnor gates	2	7.04
AOI/OAI and AO/OA	10	36.2
adders and majority gates	6	36.2
-- stage by stage --
| step | instances | hold WS, ns | power [mW] | setup TNS (ns) |
|---|---|---|---|---|
| after detailed placement | 90 | 3.13 | 0.0904 | -0.109 |
| after floorplan | 26 | 2.11 | 0.0421 | 0 |
| after global routing | 92 | 2.83 | 0.102 | -0.00827 |
| after CTS | 90 | 3.15 | 0.0914 | 0 |
| after global placement | 90 | 3.12 | 0.0892 | -0.0817 |
| final | 92 | 2.78 | 0.0909 | 0 |
-- layout make-up --
cell class	instances	area (um2)	share of cell area [%]
inverters	2	7.51	1.49
multi-input cells	24	246	48.9
well taps	46	57.6	11.4
repair buffers	20	193	38.2
-- cell usage in the layout, fill, tap and decap left out --
cell and instances:
o22ai_1 1, and3_1 1, a2111oi_2 1, ha_1 4
nor2b_1 2, a21oi_1 3, buf_4 6, nand3_1 1
a31o_2 1, clkdlybuf4s50_1 11, inv_1 2, a211oi_1 1
xnor2_1 2, a21o_1 1, a211o_1 1, mux2i_1 2
dlymetal6s2s_1 3, fa_2 2, o31ai_4 1
-- cells in the mapped netlist --
master / instances / area share, %
a211o_1: 1 / 3.5
and3_1: 1 / 2.5
mux2i_1: 2 / 8.0
a31o_2: 1 / 3.5
o22ai_1: 1 / 2.5
a211oi_1: 1 / 3.0
nand3_1: 1 / 2.0
ha_1: 4 / 20
inv_1: 2 / 3.0
xnor2_1: 2 / 7.0
a2111oi_2: 1 / 6.0
a21oi_1: 3 / 6.0
o31ai_4: 1 / 8.5
a21o_1: 1 / 3.0
nor2b_1: 2 / 5.0
fa_1: 2 / 16
-- timing repair --
action                     4_1_cts  5_1_grt
resized                          2        3
setup endpoints to repair        2        4
setup buffers                    0        2
pin swaps                        0        2
-- worst max-delay path, cell delays in order --
cell,delay [ns]
clkdlybuf4s50_1,0.43
fa_2,0.38
fa_2,0.52
inv_1,0.05
ha_1,0.18
nor2b_1,0.13
a31o_2,0.25
o31ai_4,0.24
xnor2_1,0.14
clkdlybuf4s50_1,0.48
No activity file was given, so power comes from the tool's default toggle rates.
