## flow/run.sh

```bash
#!/bin/bash
# OpenROAD 26Q1-2900-gdf79404cd8, Yosys 0.63+post, stock flow scripts
make -C /OpenROAD-flow-scripts/flow DESIGN_CONFIG=/design/flow/config.mk WORK_HOME=/design/flow/orfs finish
```

## flow/config.mk

```make
export PLATFORM = sky130hd
export DESIGN_NAME = encoder
export DESIGN_NICKNAME = encoder
export VERILOG_FILES = /design/flow/design.v
export SDC_FILE = /design/flow/constraint.sdc
export NUM_CORES = 4
export LEC_CHECK = 1
export CORE_AREA = 10 10 70 70
export DIE_AREA = 0 0 80 80
```

## flow/constraint.sdc

```tcl
current_design encoder

set clk_period 1.2
set clk_io_pct 0.2

create_clock -name clk0 -period $clk_period

set non_clock_inputs [all_inputs -no_clocks]
set_input_delay [expr $clk_period * $clk_io_pct] -clock clk0 $non_clock_inputs
set_output_delay [expr $clk_period * $clk_io_pct] -clock clk0 [all_outputs]
```

## flow/design.v

```verilog
module encoder(en,a,y);
input en;
input [7:0] a;
output reg [2:0] y;
always @(en,a)
if (en==0)
    if(a[7]==1) y=3'b111;
    else if(a[6]==1) y=3'b110;
    else if (a[5]==1) y=3'b101;
    else if (a[4]==1) y=3'b100;
    else if (a[3]==1) y=3'b011;
    else if (a[2]==1) y=3'b010;
    else if (a[1]==1) y=3'b001;
    else y=3'b000;
else
 y=3'bzzz;
endmodule
```

==> impl_metrics.ini <==
; yosys + openroad results
[sta]
setup_repair_after_global_routing_missed_its_margin = yes
drv_slew = 0
fin_crit_ps = 1150
fmaxAchievable_mhz = 868
report.final.hold_viol_count = 0
setup-tns-final_ps = 0
timing.max_slew.rel_slack_pct = 87.4
min_period_over_period_pct = 96.0
max_slew.worst_pin.slew_ps = 188
finalSetupViolations = 0

[global_route]
first_global_vias = 108
global_route_wire_length_before_repair_um = 531
final_global_route_overflow_total = 0
antenna_found_initial = 1
groute.usage.overall_pct = 1.04
grt_max_degree = 4

[cells_and_area]
flops = 0
stdcell_count = 67
post_route_cells_drive_above_1_share_pct = 15.0
regArea_um2 = 0
final.clkbuf_count = 0
final_core_utilization_pct = 5.79
fillers = 414
areaGrowthSynthToFinish_pct = 339

[power_and_ir_drop]
total_leakage_power_nw = 0.0629
vdd.ir_drop.worst_uv = 15.6
pwr_density_mw_per_mm2 = 181
finalPower_mw = 0.0358

[drt]
drt_iter0_drc = 3
detail_route.vias_per_cell = 1.57
finalWirelength_um = 371
wl_per_cell_um = 5.54
drtAntennaViolNets = 0
vias = 105
drc_errors = 0
first_pass_iters = 2

[placed_design]
gpl.final_weighted_congestion = 0.785
port_buffer_count = 10
placed_cells = 66

[worst_hold_path]
hp-class = primary input to output port

[clocking]
cts_hold_buf = 0

[logic_synthesis]
synth_area_leader_cell = sky130_fd_sc_hd__a21oi_1
commonest_cells_in_the_synthesized_netlist = sky130_fd_sc_hd__a21oi_1, sky130_fd_sc_hd__nand2_1, sky130_fd_sc_hd__nor2_1
yosysChipArea_um2 = 45.0
number_of_warnings_reported_in_the_yosys_synthesis_log = 2
post-synth-top-area-fraction_pct = 22.2
cells_yosys = 10
top_cells_by_area = sky130_fd_sc_hd__a21oi_1, sky130_fd_sc_hd__nand2_1, sky130_fd_sc_hd__nor2_1, sky130_fd_sc_hd__o31ai_1, sky130_fd_sc_hd__o21ai_0
yosys.stat.seqShare_pct = 0
synth_cell_type_count = 7
postSynthAreaPerCell_um2 = 4.50
synth.cell_area_um2 = 45.0
synthesis.instances = 10

[worst_setup_path]
critPathRequiredTime_ps = 960
setup.worst_path.end_class = output port
worst-path-max-fanout = 2
critical_path_class = primary input to output port
critical_path_arrival_ps = 910
startpoint_type = primary input

[floorplanning]
die_width_um = 80
floorplan.initialDensity_pct = 1.32
floorplan.io_pins = 12
die-height_um = 80
core_area_mm2 = 0.00342
chipArea_mm2 = 0.00640
placement_rows = 21

[status]
status = finished, final reports clean

[run]
total_of_max_cap_violations = 0
openroad.warnings = 35
==> placed cells by master, fill, tap and decap left out <==
master / instances
sky130_fd_sc_hd__dlygate4sd2_1: 6
sky130_fd_sc_hd__clkdlybuf4s15_1: 3
sky130_fd_sc_hd__nor2_2: 2
sky130_fd_sc_hd__nand2_1: 2
sky130_fd_sc_hd__a21oi_1: 2
sky130_fd_sc_hd__diode_2: 1
sky130_fd_sc_hd__o21ai_1: 1
sky130_fd_sc_hd__clkinv_1: 1
sky130_fd_sc_hd__inv_1: 1
sky130_fd_sc_hd__o31ai_1: 1
sky130_fd_sc_hd__buf_2: 1
==> cells by family (layout without fill, tap and decap cells) <==
kind of cell           Yosys count  after routing  share of synthesized area, %
and+or+nand+nor                  4              4                          33.3
AOI/OAI and AO/OA                4              4                          50.0
buffers and inverters            2             12                          16.7
other                            0              1                             0
==> path summary, 6_finish.rpt <==
| check | slack, ps | cells past startpoint | from | end |
|---|---|---|---|---|
| hold / removal | 870 | 3 | a[4] | y[0] |
| setup / recovery | 50 | 4 | a[2] | y[1] |
==> repair_timing <==
item,4_1_cts,5_1_grt
setup buffers,0,0
pin swaps,4,4
gates resized,14,4
setup endpoints to repair,3,3
==> metrics by stage <==
stage	hold slack, ps	worst slack, ps	area, um^2
after CTS	866	6.70	188
after floorplan	514	492	45.0
after detailed placement	1440	-563	203
after global routing	888	-19.5	195
after global placement	1430	-507	203
final	869	47.5	198
==> critical path, stage by stage <==
cell                            delay, ps
sky130_fd_sc_hd__dlygate4sd2_1        250
sky130_fd_sc_hd__o21ai_1              130
sky130_fd_sc_hd__nand2_1               60
sky130_fd_sc_hd__dlygate4sd2_1        230
==> area by class of cell <==
class	count	area, um^2	area share [%]
Multi-Input combinational cell	8	42.5	21.5
Inverter	2	7.51	3.80
Antenna cell	1	2.50	1.27
Tap cell	46	57.6	29.1
Timing Repair Buffer	10	87.6	44.3
==> report_power, final <==
group	total [mW]	leakage, nW	internal [mW]	switching [mW]
Sequential	0	0	0	0
Combinational	0.0358	0.0629	0.0217	0.0142
Clock	0.000000111	0.00000634	0.000000111	0
==> per-layer routing <==
layer	vias to the layer above	global-route usage, %	routed length (um)
met5	-	0	0
met4	0	0	0
li1	55	-	-
met2	9	1.28	98
met3	0	1.02	105
met1	41	1.32	166
No activity file was given, so power comes from the tool's default toggle rates.
